**config.mk**
```make
export PLATFORM = sky130hd
export DESIGN_NAME = seg7display
export DESIGN_NICKNAME = seg7display
export VERILOG_FILES = /design/flow/design.v
export SDC_FILE = /design/flow/constraint.sdc
export NUM_CORES = 4
export LEC_CHECK = 1
export CORE_AREA = 10 10 90 90
export DIE_AREA = 0 0 100 100
```
**constraint.sdc**
```tcl
current_design seg7display

set clk_period 3.0
set clk_io_pct 0.2

create_clock -name clk0 -period $clk_period [get_ports {clk}]

set non_clock_inputs [all_inputs -no_clocks]
set_input_delay [expr $clk_period * $clk_io_pct] -clock clk0 $non_clock_inputs
set_output_delay [expr $clk_period * $clk_io_pct] -clock clk0 [all_outputs]
```
**design.v**
```verilog
`timescale 1ns / 1ps
module seg7display(
	input [15:0] input_bytes,
    input clk,
    output reg [6:0] a_to_g,   
    output reg [3:0] an,   
    output wire dp   
	 );
wire [1:0] s;	 
reg [3:0] digit;
wire [3:0] aen;
reg [19:0] clkdiv;
assign dp = 1;
assign s = clkdiv[19:18];
assign aen = 4'b1111;  
always @(posedge clk) 
	case(s)
	0:digit = input_bytes[3:0];  
	1:digit = input_bytes[7:4];  
	2:digit = input_bytes[11:8];  
	3:digit = input_bytes[15:12];  
	default:digit = input_bytes[3:0];
	endcase
	always @(*)
case(digit)
0:a_to_g = 7'b1000000; 
1:a_to_g = 7'b1111001; 
2:a_to_g = 7'b0100100; 
3:a_to_g = 7'b0110000; 
4:a_to_g = 7'b0011001; 
5:a_to_g = 7'b0010010; 
6:a_to_g = 7'b0000010; 
7:a_to_g = 7'b1111000; 
8:a_to_g = 7'b0000000; 
9:a_to_g = 7'b0010000; 
'hA:a_to_g = 7'b0001000;  
'hB:a_to_g = 7'b0000011;  
'hC:a_to_g = 7'b1000110;  
'hD:a_to_g = 7'b0100001;  
'hE:a_to_g = 7'b0000110;  
 default:a_to_g = 7'b0001110;  
endcase
always @(*)begin
an=4'b1111;
if(aen[s] == 1)
an[s] = 0;
end
always @(posedge clk) begin
  clkdiv <= clkdiv+1;
end
endmodule
```
**run.sh**
```bash
#!/bin/bash
# OpenROAD 26Q1-2900-gdf79404cd8, Yosys 0.63+post, stock flow scripts
make -C /OpenROAD-flow-scripts/flow DESIGN_CONFIG=/design/flow/config.mk WORK_HOME=/design/flow/orfs finish
```
==> out/results.tsv <==
stage	metric	value	unit
status	status	finished, final reports clean	
global_route	GRT Max-Usage Layer	met2	
logic_synthesis	top cells by area	dfxtp_1 43%, ha_1 6.9%, xor2_1 6.9%	
hold_path	hold crit path type	reg2reg	
route	Final ANT Viol Nets	0	
logic_synthesis	YS chip area	1270	um2
global_route	initial antenna violation count	0	
timing	f_max	449	MHz
cells_and_area	Top cells excl fill/tap	27 x dfxtp_1, 27 x clkdlybuf4s50_1, 10 x xor2_1	
clocking	clk latency late pin	0.27	ns
worst_setup_path	Startpoint Class	primary input	
clocking	total CTS buffers	3	
floorplan	full die area	10000	um2
clocking	H-Tree Depth	1	
timing	RSZ-0062 raised after global routing	no	
floorplan	core area	6280	um2
placement	DP Area	1600	um2
floorplan	Die H	100	um
clocking	post-CTS sizing	0	
global_route	Global Route met1 Usage	5.65	%
placement	GPL Wtd Cong	0.753	
logic_synthesis	Yosys warnings	1	
clocking	# clock sinks	27	
global_route	GRT Util Overall	4.50	%
worst_setup_path	Worst R2R Setup Slack	0.81	ns
logic_synthesis	Mapped Cells	120	
logic_synthesis	syn_area_per_cell	10.6	um2
route	Routed WL per cell	10.3	um
logic_synthesis	Max-area cell share	42.6	%
timing	min cycle time layout	2.22	ns
logic_synthesis	Cell variety after synth	29	
timing	final hold vios	0	
worst_setup_path	Max Fanout on Critical Path	6	
route	residual DRC count	0	
global_route	pin count of the biggest net entering global routing	18	
clocking	CTS tree	built	
logic_synthesis	Synth Seq Share	42.6	%
cells_and_area	Fillers	665	
floorplan	Initial Utilization	20.2	%
worst_setup_path	CP arrival	2.38	ns
clocking	Clock Path Buffers	2	
route	DR pass1 iterations	4	
global_route	met2 usage	7.72	%
route	total vias in the final route	891	
route	vias per std cell	3.98	
clocking	CTS Hold Buffers Added	0	
timing	TNS Setup	0	ns
timing	final number of max-transition violations	0	
cells_and_area	Area Growth Syn to Fin	30.1	%
worst_setup_path	CP Capture Type	flip-flop	
timing	skew final	0.00715	ns
logic_synthesis	synthesized cell area	1270	um2
clocking	Reg clk slew, reported paths	0.10	ns
route	Antenna Cells	0	
floorplan	Die X	100	um
global_route	met3 Use GR	1.60	%
floorplan	row count	29	
cells_and_area	Design Area, Final	1650	um2
pwr	P_leak	0.646	nW
logic_synthesis	Synth Register Bits	27	
worst_setup_path	Setup Crit Path Kind	in2reg	
worst_setup_path	data required time of the worst path	3.15	ns
job	max_cap viols	0	
cells_and_area	logic area	667	um2
job	tool warning count	30	
cells_and_area	Reg area	541	um2
pwr	Cell Pwr Density	394	nW/um2
clocking	Setup Fix Bufs, Post-CTS	0	
floorplan	IO Pins	29	
timing	setup violators final	0	
placement	port bufs	27	
clocking	CTS root buffer	clkbuf_8	
global_route	GRT overflow	0	
timing	cycle use final	74.2	%
cells_and_area	share of cells above drive strength 1	7.48	%
global_route	first-pass GRT wire length	3900	um
global_route	vias in the first global route	890	
logic_synthesis	area leader, netlist	dfxtp_1	
logic_synthesis	ys cells	120	
pwr	peak supply drop	0.000223	V
route	final wirelength	2300	um
route	Detailed Route Iter0 Violations	17	
placement	dpl hpwl	1860	um
power breakdown:
group / total (W) / internal [W] / leakage (nW) / switching (W)
sequential: 0.000369 / 0.000367 / 0.220 / 0.00000198
combinational: 0.0000686 / 0.0000481 / 0.400 / 0.0000205
clock: 0.000213 / 0.0000973 / 0.0261 / 0.000116
total: 0.000651 / 0.000512 / 0.646 / 0.000138
sequential cells by signal (all words and copies together), names as in the netlist:
name and flops:
a_to_g 7, clkdiv 20
logic make-up after synthesis:
family,count (synthesis),synth area share [%]
buffers and inverters,11,4.83
xor gates and xnor gates,18,12.4
AOI/OAI and AO/OA,6,2.96
and+or+nand+nor,41,17.2
muxes,9,12.8
DFF,27,42.6
other,1,0.296
adders and majority gates,7,6.90
worst max-delay path, cell delays in order:
cell and delay [ns]:
clkdlybuf4s50_1 0.39, mux4_1 0.62, inv_1 0.16, ha_1 0.14, inv_1 0.04, mux4_2 0.43
layout make-up:
cell class | count | share of cell area [%]
inverters | 7 | 1.59
flip-flops and latches | 27 | 32.8
multi-input cells | 82 | 40.4
well taps | 77 | 5.84
clock inverters | 1 | 0.531
clock buffers | 3 | 2.50
repair buffers | 27 | 16.4
cells in the mapped netlist, drive strengths merged:
cell	instances
mux4	5
mux2	2
inv	7
mux2i	2
conb	1
a32o	1
nor3	6
nor2	5
dfxtp	27
o22ai	2
o21ai	2
buf	4
a21oi	1
nand2b	2
and4	2
nor3b	2
or2	2
nand2	8
xor2	10
nand3	8
ha	7
or2b	1
xnor2	8
nand4	3
and3	2
per-stage QoR:
step	hold WS (ns)	total power [W]	setup WS (ns)	cells	utilization (%)
2_1_floorplan	0.395	0.000406	0.967	120	-
3_3_place_gp	0.412	0.000447	0.499	220	25.5
3_5_place_dp	0.422	0.000447	0.473	220	25.5
4_1_cts	0.448	0.000665	0.764	224	26.3
5_1_grt	0.478	0.000682	0.666	224	26.3
6_report	0.438	0.000651	0.775	224	26.3
routing by layer:
metal  vias up  share of wire [%]
met2        13                 50
li1        468                  -
met5         -                  0
met3         0                5.4
met4         0                  0
met1       410                 45
path summary, 6_finish.rpt:
check	start	end	cells past startpoint
setup / recovery	input_bytes[5]	a_to_g[3]	6
hold / removal	clkdiv[0]	clkdiv[0]	1
setup reg to reg	clkdiv[18]	a_to_g[3]	5
hold reg to reg	clkdiv[0]	clkdiv[0]	1
No activity file was given, so power comes from the tool's default toggle rates.
