--- /design/flow/run.sh ---
#!/bin/bash
# OpenROAD 26Q1-2900-gdf79404cd8, Yosys 0.63+post, stock flow scripts
make -C /OpenROAD-flow-scripts/flow DESIGN_CONFIG=/design/flow/config.mk WORK_HOME=/design/flow/orfs finish
--- /design/flow/config.mk ---
export PLATFORM = sky130hd
export DESIGN_NAME = hex2bcd
export DESIGN_NICKNAME = hex2bcd
export VERILOG_FILES = /design/flow/design.v
export SDC_FILE = /design/flow/constraint.sdc
export NUM_CORES = 4
export LEC_CHECK = 1
export CORE_UTILIZATION = 40
--- /design/flow/constraint.sdc ---
current_design hex2bcd

set clk_period 29.9
set clk_io_pct 0.2

create_clock -name clk0 -period $clk_period

set non_clock_inputs [all_inputs -no_clocks]
set_input_delay [expr $clk_period * $clk_io_pct] -clock clk0 $non_clock_inputs
set_output_delay [expr $clk_period * $clk_io_pct] -clock clk0 [all_outputs]
--- /design/flow/design.v ---
module hex2bcd (
    input [15:0] hex,   
    output [19:0] dec  
  );
  wire [3:0] dig0,dig1,dig2,dig3,dig4;
  assign dec={dig4,dig3,dig2,dig1,dig0};
  assign dig0=hex%10;
  assign dig1=(hex/10)%10;
  assign dig2=(hex/100)%10;
  assign dig3=(hex/1000)%10;
  assign dig4=(hex/10000)%10;
endmodule
==> flow_metrics.tcl <==
# collected from the flow reports
set metrics [dict create \
    outcome "finished, final reports clean" \
    crit_path_frequent_cell "a21oi_1" \
    p_sw_frac 0.580 \
    slew_viol_final 0 \
    grtUsageTotal 0.259 \
    clkbuf_count 0 \
    via_per_inst 6.57 \
    holdPathStages 2 \
    critical-path-slowest-cell "nor3_2" \
    fin_crit_sh 0.785 \
    p_int_mw 0.342 \
    synthDistinctLibCells 117 \
    grt_first_pass_wirelength_mm 55.6 \
    via_count 12200 \
    max_freq_mhz 42.6 \
    rsz0062_at_grt "no" \
    tightest_slew_ns 0.846 \
    postRouteWirelength_mm 33.3 \
    yosys-top-cells-count "176 x nor2_1, 150 x nand2_1, 105 x a21oi_1" \
    design.seq.count 0 \
    areaGrowthSynthToFinish_pct 5.05 \
    critPathMaxStageDelay_ns 0.75 \
    crit_path_start_kind "input port" \
    seq_power_share 0 \
    p_per_area_nw_per_um2 78.2 \
    cts_resized 0 \
    drive_gt1_frac 0.0867 \
    dieHeight_um 159 \
    required_ns 23.92 \
    final_area_um2 10400 \
    cap_viol_max_count 0 \
    ys_seq_share 0 \
    warning_count 33 \
    yosys-top-cells-area "nor2_1 6.7%, xnor2_1 6.4%, nand2_1 5.7%" \
    yosysChipArea_um2 9920 \
    dpl_cell_area_um2 10400 \
    relSlewSlack 0.432 \
    syn_avg_cell_area_um2 6.30 \
    rows 57 \
    regArea_um2 0 \
    p_sw_mw 0.473 \
    final-comb-area_um2 9270 \
    crit_path_end_kind "primary output" \
    worstHoldEndpoint "dec[0]" \
    syn_inst 1573 \
    grt_pass1_vias 10738 \
    path_max_fanout 35 \
    core-area_um2 24300 \
    pwr-share-clk 0 \
    first_pass_iters 9 \
    min_from "hex[0]" \
    finalCriticalPeriod_ns 23.47 \
    die_w_um 159 \
    tns_ns 0 \
    yosysCellCount 1573 \
    drc_errors 0 \
    cp_data_arrival_time_ns 17.49 \
    synth_top_area_share 0.0666 \
    n_antenna_cell 0 \
    n_fill_cell 2496 \
    place.gp.congestion 1.00 \
    yosysWarningCount 0 \
    criticalPathCategory "in2out" \
    post-cts-setup-buffers 0 \
    wire_per_inst_um 17.9 \
    antenna_found_initial 0 \
    setup_viol 0 \
    grt_max_degree 49 \
    drt_iter0_markers 1156 \
    gr-total-overflow 0 \
    die-area_um2 25400 \
    yosysMostFrequentCell "nor2_1" \
    p_leak_nw 3.57 \
    boundaryPins 36 \
    antenna_left 0 \
    synth_top_cell_by_area "nor2_1" \
    synth_area_um2 9920 \
    port_buffers 35 \
    cts_hold_buf 0 \
    final_util 0.428 \
    fp_util 0.408 \
    hold_violations 0 \
    p_comb_frac 1.000 \
    min_path_type "in2out" \
    dpl.hpwl_mm 25.1 \
    max-vdd-ir-drop_v 0.0000469 \
]
## placed cells by master (no fill, tap or decap), drive strengths merged, types with 36 or more instances in the layout
| cell | netlist | routed |
|---|---|---|
| nor3 | 76 | 76 |
| nand3 | 55 | 55 |
| nor2 | 181 | 181 |
| nand2 | 151 | 151 |
| a21oi | 109 | 109 |
| a211oi | 44 | 44 |
| xnor2 | 74 | 74 |
| o21ai | 115 | 115 |
| inv | 40 | 40 |
| a31oi | 36 | 36 |
## worst max-delay path by stage
stage | from | end | slack, ns | depth (start not counted)
final | hex[13] | dec[2] | 6.43 | 34
after global routing | hex[13] | dec[2] | 5.40 | 34
after CTS | hex[13] | dec[2] | 6.56 | 34
## cells by family after synthesis
| logic type | after synthesis | synth area share |
|---|---|---|
| xor+xnor | 91 | 0.0819 |
| other cells | 1 | 0.000378 |
| buf+inv | 149 | 0.0650 |
| simple gates | 662 | 0.338 |
| fa+ha+maj | 29 | 0.0327 |
| mux | 32 | 0.0336 |
| compound gates | 609 | 0.449 |
## power by group through the flow
stage | sequential (mW) | clock (mW) | combinational (mW)
final | 0 | 0 | 0.814
after CTS | 0 | 0 | 0.804
after global routing | 0 | 0 | 0.908
## area by class of cell
cell class,instances,share of cell area
repair buffers,65,0.0548
inverters,45,0.0162
multi-input cells,1424,0.890
well taps,324,0.0389
## worst max-delay path: cells and delay by family
| kind | cells | cell delay [ns] |
|---|---|---|
| XOR/XNOR | 1 | 0.16 |
| AND/OR/NAND/NOR | 11 | 4.41 |
| multiplexers | 1 | 0.48 |
| buffers and inverters | 5 | 1.45 |
| adder cells (fa/ha/maj) | 2 | 0.75 |
| AND-OR/OR-AND | 14 | 4.24 |
## per-layer routing
| metal | vias to the layer above | global-route usage | wire length (µm) |
|---|---|---|---|
| met3 | 56 | 0.0221 | 2250 |
| met4 | 0 | 0.0406 | 583 |
| met1 | 5630 | 0.399 | 16300 |
| met2 | 477 | 0.397 | 14200 |
| li1 | 6037 | - | - |
| met5 | - | 0 | 0 |
## stage by stage
| stage | setup slack [ns] | instances | hold slack [ns] | total power, mW |
|---|---|---|---|---|
| floorplan | 10.05 | 1573 | 12.03 | 0.611 |
| global placement | 6.88 | 1858 | 12.83 | 0.799 |
| detailed placement | 6.61 | 1858 | 12.83 | 0.799 |
| CTS | 6.56 | 1858 | 12.83 | 0.804 |
| global route | 5.40 | 1858 | 12.85 | 0.908 |
| finish | 6.43 | 1858 | 12.83 | 0.814 |
Power and IR drop assume default switching activity.
